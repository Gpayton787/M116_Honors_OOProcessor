<file path="design/flow/design.v">
module two_input_mux
  (
    input wire selector,
    input wire [31:0] in0, in1,
    output wire [31:0] out
  );
  assign out = (selector == 0) ? in0 : in1;
endmodule
</file>
<file path="design/flow/run.sh">
#!/bin/bash
# OpenROAD 26Q1-2900-gdf79404cd8, Yosys 0.63+post, stock flow scripts
make -C /OpenROAD-flow-scripts/flow DESIGN_CONFIG=/design/flow/config.mk WORK_HOME=/design/flow/orfs finish
</file>
<file path="design/flow/config.mk">
export PLATFORM = sky130hd
export DESIGN_NAME = two_input_mux
export DESIGN_NICKNAME = two_input_mux
export VERILOG_FILES = /design/flow/design.v
export SDC_FILE = /design/flow/constraint.sdc
export NUM_CORES = 4
export LEC_CHECK = 1
export CORE_AREA = 10 10 70 70
export DIE_AREA = 0 0 80 80
</file>
<file path="design/flow/constraint.sdc">
current_design two_input_mux

set clk_period 1.0
set clk_io_pct 0.2

create_clock -name clk0 -period $clk_period

set non_clock_inputs [all_inputs -no_clocks]
set_input_delay [expr $clk_period * $clk_io_pct] -clock clk0 $non_clock_inputs
set_output_delay [expr $clk_period * $clk_io_pct] -clock clk0 [all_outputs]
</file>
==> impl_metrics.json <==
{
  "ys_warn_count": 0,
  "dp_hpwl_um": 2400,
  "yosys.area_share.aoi_pct": 0,
  "num_vias": 730,
  "grt_antenna_before_repair": 0,
  "crit_fanout": 7,
  "die_w_um": 80,
  "relSlewSlack_pct": 95.9,
  "yosysUniqueCellTypes": 4,
  "diodes": 0,
  "vdd_ir_drop_max_v": 0.000173,
  "violations": "negative setup slack",
  "cp-start-kind": "primary input",
  "place_ws_ps": -497,
  "wl_met1_um": 1140,
  "crit_slowest_cell": "mux2_4",
  "mux_share_pct": 86.9,
  "seq_area_um2": 0,
  "worst_pin_slew_ps": 61.1,
  "common_cells": "30 x mux2_4, 3 x buf_12, 2 x mux2_2",
  "io_buffers": 97,
  "grt_max_degree": 8,
  "core_util_floorplan_pct": 15.9,
  "synthAdderAreaFrac_pct": 0,
  "netlist_area_um2": 544,
  "yosys_area_um2": 544,
  "cp_data_required_time_ps": 800,
  "vias_per_cell": 3.80,
  "synthXorXnorAreaFrac_pct": 0,
  "num_io_pins": 97,
  "die_h_um": 80,
  "leakage_nw": 0.990,
  "dr_wl_met2_um": 1390,
  "period_minus_slack_ps": 1180,
  "worst_path_largest_cell_delay_ps": 300,
  "synthSimpleGateAreaFrac_pct": 0,
  "grt_pass1_wl_um": 4150,
  "nClkBuffers": 0,
  "hold_viol": 0,
  "max_cap_viol_count": 0,
  "top_area_share_pct": 82.8,
  "fmax_ghz": 0.851,
  "rsz0062_at_grt": "yes",
  "grt_use_total_pct": 7.87,
  "ff_count": 0,
  "period_used_pct": 118,
  "syn_to_final_growth_pct": 212,
  "drc_errors": 0,
  "final_antenna_net_count": 0,
  "cp.arrival_ps": 980,
  "grt_pass1_vias": 824,
  "fp.coreArea_um2": 3420,
  "powerDensity_nw_per_um2": 389,
  "warnings": 34,
  "status": "complete, but fails checks",
  "highest_layer": "met3",
  "most_common_cell": "mux2_4",
  "slew_viol_final": 0,
  "syn_inst": 36,
  "synthTopCellsByArea": "mux2_4 83%, buf_12 11%, mux2_2 4.1%, buf_6 2.1%",
  "fin_hold_ws_ps": 694,
  "critical_path_class": "in -> out",
  "top_logic_kind": "multiplexers",
  "drt_iter0_drc": 4,
  "synth_area_per_cell_um2": 15.1,
  "dieArea_um2": 6400,
  "min_path_type": "in -> out",
  "ys_cells": 36,
  "path_common_cell": "buf_12",
  "postCtsHoldBufs": 0,
  "wl_met3_um": 313,
  "cp_cell_sequence": "buf_12 -> buf_12 -> buf_8 -> mux2_4 -> buf_6",
  "overflow": 0,
  "ys_seq_share_pct": 0,
  "drive_gt1_share_pct": 56.2,
  "rows": 21,
  "drt-total-wl_um": 2850,
  "top_area_cell": "mux2_4",
  "finalSetupViolCount": 32,
  "dr.pass1.iters": 2,
  "setup_ws_ps": -175,
  "endpoint_kind": "output pin",
  "hold-path-cell-count": 3,
  "place_congestion": 0.760,
  "wl_per_cell_um": 14.8
}
-- layer usage --
layer  vias to the layer above  GRT usage (%)
li1                        362              -
met1                       317           8.97
met2                        51           14.3
met3                         0           3.07
met4                         0              0
met5                         -              0
-- logic make-up after synthesis --
kind of cell           after synthesis
buffers and inverters                4
multiplexers                        32
-- worst max-delay path, delay by kind of cell --
family                 cells  cell delay [ps]
buffers and inverters      4              470
muxes                      1              300
-- final cells by class --
type | instances | area, um^2
fillers | 327 | 1720
multi-input cells | 32 | 480
well taps | 46 | 57.6
repair buffers | 114 | 1160
-- repair_timing --
| item | in CTS | in global routing |
|---|---|---|
| endpoints found under the setup margin | 32 | 32 |
| gates resized | 170 | 23 |
| cloned | 1 | 0 |
| setup buffers | 14 | 0 |
-- path summary, 6_finish.rpt --
path,start,end,slack [ps]
worst max-delay path,selector,out[31],-180
worst min-delay path,in0[24],out[24],690
-- power breakdown --
part	switching, W	internal, W	total (W)	leakage [nW]
Clock	0	0	0	0
Sequential	0	0	0	0
Combinational	0.000141	0.000519	0.000660	0.990
Total	0.000141	0.000519	0.000660	0.990
-- cell usage in the layout (no fill, tap or decap) --
cell and n:
buf_12 3, buf_16 1, buf_2 12, buf_4 2
buf_6 29, buf_8 3, clkdlybuf4s50_1 10, dlygate4sd2_1 40
dlymetal6s2s_1 14, mux2_4 32
-- metrics by stage --
stage | cells | util [%] | cell area (um^2) | power [W] | setup TNS, ps
3_5_place_dp | 177 | 45.0 | 1540 | 0.000655 | -15270
6_report | 192 | 49.7 | 1700 | 0.000660 | -5030
2_1_floorplan | 36 | - | 544 | 0.000206 | 0
4_1_cts | 192 | 47.0 | 1610 | 0.000644 | -5200
3_3_place_gp | 177 | 45.0 | 1540 | 0.000654 | -15250
5_1_grt | 192 | 49.7 | 1700 | 0.000706 | -5620
No activity file was given, so power comes from the tool's default toggle rates.
